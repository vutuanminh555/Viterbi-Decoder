[/design/flow/run.sh]
#!/bin/bash
# OpenROAD 26Q1-2900-gdf79404cd8, Yosys 0.63+post, stock flow scripts
make -C /OpenROAD-flow-scripts/flow DESIGN_CONFIG=/design/flow/config.mk WORK_HOME=/design/flow/orfs finish
[/design/flow/constraint.sdc]
current_design viterbi_decoder

set clk_period 5.1
set clk_io_pct 0.2

create_clock -name clk0 -period $clk_period [get_ports {sys_clk}]

set non_clock_inputs [all_inputs -no_clocks]
set_input_delay [expr $clk_period * $clk_io_pct] -clock clk0 $non_clock_inputs
set_output_delay [expr $clk_period * $clk_io_pct] -clock clk0 [all_outputs]
[/design/flow/design.v]
`timescale 1ns / 1ps
module add_compare_select(clk, rst, en_add,
                        HD1, HD2, HD3, HD4, HD5, HD6, HD7, HD8,
                        o_prv_st_00, o_prv_st_10, o_prv_st_01, o_prv_st_11,
                        o_select_node);
input clk, rst, en_add;
input [1:0] HD1, HD2, HD3, HD4, HD5, HD6, HD7, HD8;
output reg [1:0] o_prv_st_00, o_prv_st_01, o_prv_st_10, o_prv_st_11;
output reg [1:0] o_select_node;
reg [4:0] sum00, sum10, sum01, sum11;  
reg [4:0] min_sum;
reg [3:0] count;
reg [1:0] min_node;
always @(posedge clk or negedge rst)
begin
    if(rst == 0)
    begin
        count <= 3'b000;
        sum00 <= 5'b00000;  
        sum10 <= 5'b00000;
        sum01 <= 5'b00000;
        sum11 <= 5'b00000;
        o_prv_st_00 <= 2'b00;
        o_prv_st_01 <= 2'b00;
        o_prv_st_10 <= 2'b00;
        o_prv_st_11 <= 2'b00;
        o_select_node <= 2'b00;
    end
    else 
    begin
    if(en_add == 1)  
    begin   
                if(((HD1 + sum00) == (HD5 + sum01)) || ((HD1 + sum00) < (HD5 + sum01)))
                begin
                    sum00 <= HD1 + sum00;
                    o_prv_st_00 <= 2'b00; 
                end
                else
                begin
                    sum00 <= HD5 + sum01; 
                    o_prv_st_00 <= 2'b01;
                end
                if(((HD2 + sum00) == (HD6 + sum01)) || ((HD2 + sum00) < (HD6 + sum01)))
                begin
                    sum10 <= HD2 + sum00;
                    o_prv_st_10 <= 2'b00;
                end
                else
                begin
                    sum10 <= HD6 + sum01;
                    o_prv_st_10 <= 2'b01;
                end
                if(((HD3 + sum10) == (HD7 + sum11)) || ((HD3 + sum10) < (HD7 + sum11)))
                begin
                    sum01 <= HD3 + sum10;
                    o_prv_st_01 <= 2'b10;
                end
                else
                begin
                    sum01 <= HD7 + sum11;
                    o_prv_st_01 <= 2'b11;
                end
                if(((HD4 + sum10) == (HD8 + sum11)) || ((HD4 + sum10) < (HD8 + sum11)))
                begin
                    sum11 <= HD4 + sum10; 
                    o_prv_st_11 <= 2'b10;
                end
                else
                begin
                    sum11 <= HD8 + sum11;
                    o_prv_st_11 <= 2'b11;
                end
        o_select_node <= min_node;
        count <= count + 1;
    end
    else
    begin
        count <= count;
        sum00 <= sum00;  
        sum10 <= sum10;
        sum01 <= sum01;
        sum11 <= sum11;
        o_prv_st_00 <= 2'b00;
        o_prv_st_01 <= 2'b00;
        o_prv_st_10 <= 2'b00;
        o_prv_st_11 <= 2'b00;
        o_select_node <= 2'b00;
    end
end
end
always @ (posedge clk or negedge rst)  
begin
    if(rst == 0)
    begin 
        min_sum = 5'b11111;
        min_node = 2'b00;
    end
    else
    begin
    if(count == 8 || count > 8)  
        begin 
        if(sum00 < min_sum)  
        begin
            min_sum = sum00;
            min_node = 2'b00;
        end
        else if(sum10 < min_sum) 
        begin
            min_sum = sum10;
            min_node = 2'b10;
        end
        else if(sum01 < min_sum)
        begin
            min_sum = sum01;
            min_node = 2'b01;
        end
        else if(sum11 < min_sum)
        begin
            min_sum = sum11;
            min_node = 2'b11;
        end
        end
        else
        begin
            min_sum = 5'b11111;
            min_node = 2'b00;
        end
    end
end
endmodule
`timescale 1ns / 1ps
module branch_metric(rst,en_branch,i_Rx,HD1,HD2,HD3,HD4,HD5,HD6,HD7,HD8);
input rst, en_branch;
input [1:0] i_Rx;
output reg [1:0] HD1,HD2,HD3,HD4,HD5,HD6,HD7,HD8;
always @ (*)  
if(rst == 0)
begin
    HD1 = 0;
    HD2 = 0;
    HD3 = 0;
    HD4 = 0;
    HD5 = 0;
    HD6 = 0;
    HD7 = 0;
    HD8 = 0;
end
else
begin
        if (en_branch == 1)  
        begin
            case (i_Rx)
            2'b00:
            begin
                HD1 = 2'd0;
                HD2 = 2'd2;
                HD3 = 2'd1;
                HD4 = 2'd1;
                HD5 = 2'd2;
                HD6 = 2'd0;
                HD7 = 2'd1;
                HD8 = 2'd1;
            end
            2'b01:
            begin
                HD1 = 2'd1;
                HD2 = 2'd1;
                HD3 = 2'd2;
                HD4 = 2'd0;
                HD5 = 2'd1;
                HD6 = 2'd1;
                HD7 = 2'd0;
                HD8 = 2'd2;
            end
            2'b10:
            begin
                HD1 = 2'd1;
                HD2 = 2'd1;
                HD3 = 2'd0;
                HD4 = 2'd2;
                HD5 = 2'd1;
                HD6 = 2'd1;
                HD7 = 2'd2;
                HD8 = 2'd0;
            end
            2'b11:
            begin
                HD1 = 2'd2;
                HD2 = 2'd0;
                HD3 = 2'd1;
                HD4 = 2'd1;
                HD5 = 2'd0;
                HD6 = 2'd2;
                HD7 = 2'd1;
                HD8 = 2'd1;
            end
            endcase
        end
        else 
        begin
            HD1 = 0;
            HD2 = 0;
            HD3 = 0;
            HD4 = 0;
            HD5 = 0;
            HD6 = 0;
            HD7 = 0;
            HD8 = 0;
    end
end
endmodule
`timescale 1ns / 1ps
module control(clk,rst,en,en_extract,en_branch,en_add,en_memory,en_traceback);
input clk,rst,en;
output reg en_extract,en_branch,en_add,en_memory,en_traceback;
reg [2:0] state, nxt_state;
reg [3:0] count;
localparam [2:0] s0 = 000;  
localparam [2:0] s1 = 001;  
localparam [2:0] s2 = 010;  
localparam [2:0] s3 = 011;  
localparam [2:0] s4 = 100;  
always @ (posedge clk or negedge rst)
begin
    if (rst == 0)
    begin
        count <= 0;
        state <= s0;
    end
    else
    begin
        if (en == 1)
        begin
            count <= count + 1; 
            state <= nxt_state;
        end
        else 
        begin
            count <= count;
            state <= state; 
        end
    end
end
always @ (*) 
begin
    if(en == 1)
    begin
    case(state)
    s0:
    begin
        en_extract=0; en_branch=0; en_add=0; en_memory=0; en_traceback=0;
        nxt_state = s1;
    end
    s1:
    begin
        en_extract=1; en_branch=0; en_add=0; en_memory=0; en_traceback=0;
        nxt_state = s2;
    end
    s2:
    begin
        en_extract=1; en_branch=1; en_add=1; en_memory=0; en_traceback=0;
        nxt_state = s3;
    end
    s3:
    begin
        en_extract=1; en_branch=1; en_add=1; en_memory=1; en_traceback=0;
        if(count < 11)
            nxt_state = s3;
        else 
            nxt_state = s4;
    end
    s4:
    begin
        en_extract=0; en_branch=0; en_add=0; en_memory=1; en_traceback=1;  
        nxt_state = s4;
    end
    default:
    begin
        en_extract=0; en_branch=0; en_add=0; en_memory=0; en_traceback=0;
        nxt_state = s0;
    end
    endcase
    end
    else
    begin
        en_extract=0; en_branch=0; en_add=0; en_memory=0; en_traceback=0;
        nxt_state = s0;
    end
end
endmodule
`timescale 1ns / 1ps
module extract_bit(rst,clk,en_extract,i_data,o_Rx);
input rst,clk,en_extract;
input [15:0] i_data;
output reg [1:0] o_Rx;
reg [3:0] count;
always @ (posedge clk or negedge rst)  
begin
    if (rst == 0)
    begin
        count <= 4'b1111;  
        o_Rx <= 2'b00;
    end
    else 
    begin
        if (en_extract == 1)
        begin
            o_Rx <= {i_data[count], i_data[count - 1]};
            count <= count - 2;  
        end
        else if(en_extract == 0)
        begin
            o_Rx <= 2'b00;
            count <= count;
        end
    end
end
endmodule
`timescale 1ns / 1ps
module memory(clk,rst,en_memory,i_prv_st_00,i_prv_st_10,i_prv_st_01,i_prv_st_11,
                o_bck_prv_st_00,o_bck_prv_st_10,o_bck_prv_st_01,o_bck_prv_st_11);
input clk,rst,en_memory;
input [1:0] i_prv_st_00,i_prv_st_10,i_prv_st_01,i_prv_st_11;
output reg [1:0] o_bck_prv_st_00,o_bck_prv_st_10,o_bck_prv_st_01,o_bck_prv_st_11;
reg [3:0] count; 
reg [1:0] trellis_diagr[0:3][0:7];
reg [2:0] trace;
integer i;
integer k;
always @ (posedge clk or negedge rst)
begin
    if (rst == 0)
    begin 
        count <= 0; 
        trace <= 7;
        for(i = 0; i < 4; i = i + 1)begin  
            for(k = 0; k < 8; k = k + 1)begin
                trellis_diagr[i][k] <= 2'b00;  
            end
        end
    end
    else 
    begin
        if (en_memory == 1)  
        begin
            if(count < 8)
            begin
            trellis_diagr[0][count] <= i_prv_st_00; 
            trellis_diagr[2][count] <= i_prv_st_10; 
            trellis_diagr[1][count] <= i_prv_st_01;
            trellis_diagr[3][count] <= i_prv_st_11;
            count <= count + 1;
            end
            if(count == 8 || count > 8)
            begin
                o_bck_prv_st_00 <= trellis_diagr[0][trace]; 
                o_bck_prv_st_10 <= trellis_diagr[2][trace]; 
                o_bck_prv_st_01 <= trellis_diagr[1][trace]; 
                o_bck_prv_st_11 <= trellis_diagr[3][trace];
                if(trace != 0)
                trace <= trace - 1;
            end
        end
    end
end
endmodule
`timescale 1ns / 1ps
module traceback_output(clk,rst,en_traceback,i_select_node,
                        i_bck_prv_st_00,i_bck_prv_st_10,i_bck_prv_st_01,i_bck_prv_st_11,
                        o_data,o_done);
input clk,rst,en_traceback;
input [1:0] i_select_node;
input [1:0] i_bck_prv_st_00,i_bck_prv_st_10,i_bck_prv_st_01,i_bck_prv_st_11; 
output reg [7:0] o_data;
output reg o_done;
reg [7:0] select_bit_out;
reg [3:0] count;
reg in_bit;
localparam [1:0] s0 = 2'b00;
localparam [1:0] s1 = 2'b01;
localparam [1:0] s2 = 2'b10;
localparam [1:0] s3 = 2'b11;
reg [1:0] select_node, nxt_select_node; 
always @ (posedge clk or negedge rst)
begin
    if (rst == 0)
    begin
        o_data <= 0;
        o_done <= 0;
        select_bit_out <= 8'b00000000;
        count <= 0;
        select_node <= s0;
    end
    else
    begin
        if (en_traceback == 1) 
        begin
            select_node <= nxt_select_node;
            if(count < 8 || count == 8)
            begin
                count <= count + 1;   
                select_bit_out[count] <= in_bit;
            end
            else
            begin
                count <= count;
                o_data <= select_bit_out;
                o_done <= 1;
            end
        end
        else
        begin  
            select_node <= i_select_node;
            count <= count;
            select_bit_out <= 8'b00000000;
            o_done <= 0;
        end
    end
end
always @ (*) 
begin
    case (select_node)  
    s0:  
    begin   
        if (i_bck_prv_st_00 == 2'b00)  
        begin
            nxt_select_node = s0;  
        end
        else
        begin
            nxt_select_node = s1;  
        end
        in_bit = 0;
    end
    s1:  
    begin
        if (i_bck_prv_st_01 == 2'b10)
        begin
            nxt_select_node = s2;  
        end
        else
        begin
            nxt_select_node = s3;  
        end
        in_bit = 0;
    end
    s2:  
    begin
        if (i_bck_prv_st_10 == 2'b00)
        begin
            nxt_select_node = s0;  
        end
        else
        begin
            nxt_select_node = s1;  
        end
        in_bit = 1;
    end
    s3:
    begin
        if (i_bck_prv_st_11 == 2'b10)
        begin
            nxt_select_node = s2;  
        end
        else
        begin
            nxt_select_node = s3;  
        end
        in_bit = 1;
    end
    endcase
end
endmodule
`timescale 1ns / 1ps
module viterbi_decoder(sys_clk,rst,en,i_data,o_data,o_done);
input sys_clk,rst,en;
input [15:0] i_data;
output [7:0] o_data;
output o_done;
wire en_e,en_b,en_a,en_m,en_t;
wire [1:0] rx;
wire [1:0] hd1,hd2,hd3,hd4,hd5,hd6,hd7,hd8;
wire [1:0] prv_st_00,prv_st_10,prv_st_01,prv_st_11;
wire [1:0] node;
wire [1:0] bck_prv_st_00,bck_prv_st_10,bck_prv_st_01,bck_prv_st_11;
control C1 (.clk(sys_clk),
            .rst(rst),
            .en(en),
            .en_extract(en_e),
            .en_branch(en_b),
            .en_add(en_a),
            .en_memory(en_m),
            .en_traceback(en_t));
extract_bit Ex1 (.rst(rst),
                 .clk(sys_clk),
                 .en_extract(en_e),
                 .i_data(i_data),
                 .o_Rx(rx));
branch_metric Br1 (.rst(rst),
                   .en_branch(en_b),
                   .i_Rx(rx),
                   .HD1(hd1),
                   .HD2(hd2),
                   .HD3(hd3),
                   .HD4(hd4),
                   .HD5(hd5),
                   .HD6(hd6),
                   .HD7(hd7),
                   .HD8(hd8));
add_compare_select Add1 (.clk(sys_clk),
                         .rst(rst),
                         .en_add(en_a),
                         .HD1(hd1),
                         .HD2(hd2),
                         .HD3(hd3),
                         .HD4(hd4),
                         .HD5(hd5),
                         .HD6(hd6),
                         .HD7(hd7),
                         .HD8(hd8),
                         .o_prv_st_00(prv_st_00),
                         .o_prv_st_10(prv_st_10),
                         .o_prv_st_01(prv_st_01),
                         .o_prv_st_11(prv_st_11),
                         .o_select_node(node));
 memory M1 (.clk(sys_clk),
            .rst(rst),
            .en_memory(en_m),
            .i_prv_st_00(prv_st_00),
            .i_prv_st_10(prv_st_10),
            .i_prv_st_01(prv_st_01),
            .i_prv_st_11(prv_st_11),
            .o_bck_prv_st_00(bck_prv_st_00),
            .o_bck_prv_st_10(bck_prv_st_10),
            .o_bck_prv_st_01(bck_prv_st_01),
            .o_bck_prv_st_11(bck_prv_st_11));
traceback_output Tr1 (.clk(sys_clk),
                      .rst(rst),
                      .en_traceback(en_t),
                      .i_select_node(node),
                      .i_bck_prv_st_00(bck_prv_st_00),
                      .i_bck_prv_st_10(bck_prv_st_10),
                      .i_bck_prv_st_01(bck_prv_st_01),
                      .i_bck_prv_st_11(bck_prv_st_11),
                      .o_data(o_data),
                      .o_done(o_done));
endmodule
[/design/flow/config.mk]
export PLATFORM = sky130hd
export DESIGN_NAME = viterbi_decoder
export DESIGN_NICKNAME = viterbi_decoder
export VERILOG_FILES = /design/flow/design.v
export SDC_FILE = /design/flow/constraint.sdc
export NUM_CORES = 4
export LEC_CHECK = 1
export CORE_UTILIZATION = 40
==> reports/qor.yml <==
postRouteAntennaNets: 0
portBuffers: 27
cap_viol_max_count: 0
drt_iter0_markers: 289
mi_logic_area_mm2: 0.00435
power_frac_seq_pct: 46.9
ys_types: 59
nFillCells: 1888
synthCells: 838
hold_buffers: 0
num_vias: 5939
grt_pass1_wl_mm: 30.8
regArea_mm2: 0.00391
async_flop_share_pct: 94.8
coreArea_mm2: 0.0210
status: "finished clean"
critPathArrivalTime_ns: 4.49
overflow: 0
drt-pass1-iter-count: 5
die_w_um: 148
num_rows: 53
place_inst: 1109
fin_crit_ns: 4.17
tightest_slew_ns: 0.761
dieArea_mm2: 0.0220
p_clk_share_pct: 50.2
drc_errors: 0
place_congestion: 0.863
hold_viol: 0
syn_area_mm2: 0.00856
dp_hpwl_mm: 12.6
ff_type: "dfrtp_1"
grt_usage_pct: 18.4
wl_mm: 18.4
slew_violations: 0
swShare_pct: 22.1
initial_utilization_pct: 40.7
fmax_ghz: 0.240
combPwrFrac_pct: 2.9
cts_max_path_buffers: 2
min_path_type: "input port to asynchronous set/reset pin"
synth.area.top_cells: "dfrtp_1 39%, ha_1 9.2%, mux2_2 6.2%, nand2_1 4.6%, xnor2_1 4.5%"
ys_ff: 154
slew_headroom_pct: 48.9
start_kind: "input port"
warnings: 43
n_antenna_cell: 0
clockRootBuffer: "clkbuf_16"
grt_max_degree: 52
cts_resized: 0
finalClockPeriodUsage_pct: 81.9
post_cts.repair.setup_buffers: 0
setup_tns_ns: 0
ys_cells: 838
p_switching_uw: 594
fp.dieH_um: 148
cts_made_buffers: 17
fin_skew_ns: 0.0113
post_drt_wl_per_cell_um: 16.1
synth.avg_cell_area_um2: 10.2
internal_power_mw: 2.10
setup-violations-final: 0
viasPerCell: 5.21
clock-sinks: 154
htree_levels: 4
clk_latency_ns: 0.43
grt_pass1_vias: 5888
postSynthSeqShare_pct: 45.7
edf_count: 8
ir_drop_uv: 224
rsz0062_at_grt: "no"
cts_tree: "built"
ys_warn_count: 7
critical_path_class: "input port to flip-flop"
yosys_area_mm2: 0.00856
cp-end-kind: "flip-flop"
critPathRequiredTime_ns: 5.41
antenna_found_initial: 0
power.leakage_nw: 4.59
drive_gt1_share_pct: 12.9
synth_top_area_share_pct: 39.2
crit_fanout: 11
syn_to_final_growth_pct: 13.5
synth_area_leader_cell: "dfrtp_1"
cts.clk_slew.worst_paths_ns: 0.06
powerDensity_mw_per_mm2: 277
fin_cells: 1141
ios: 28
-- metal layers --
layer	global-route usage (%)	routed length [um]
met5	0	0
met4	2.84	298
met3	4.66	907
met2	27.6	8240
met1	28.3	8920
-- power groups by stage --
stage / sequential [mW] / combinational (mW) / clock (mW)
CTS: 1.26 / 0.0816 / 1.38
global route: 1.26 / 0.0910 / 1.43
finish: 1.26 / 0.0784 / 1.35
-- logic make-up (layout without fill, tap and decap cells) --
kind of cell    count (synthesis)  in the layout  share of synthesized area (%)
simple gates                  245            245                           13.1
mux                            78             78                           10.4
fa+ha+maj                      68             68                           9.83
xor+xnor                       53             53                           5.42
compound gates                163            163                           12.1
buf+inv                        77            105                           3.51
flops                         154            154                           45.7
-- state kept, by name (all words and copies together), names as in the netlist, 5 cells and up, named ones only --
register and cells:
Add1.sum01 5, Tr1.select_bit_out 8, Add1.sum11 5, M1.trellis_diagr 64, Add1.sum00 5, Tr1.o_data 8, Add1.min_sum 5, Add1.sum10 5
-- synthesized netlist by cell type (all sizes together), types with 3 or more instances --
master	n
nand2	105
a31oi	4
edfxtp	8
ha	63
o21ai	54
nor2	53
mux2i	27
nand2b	13
nand4	5
o211ai	5
dfstp	12
dfrtp	134
mux4	4
inv	38
a22oi	20
o22a	6
a221oi	3
nor2b	14
and2	19
xnor2	44
mux2	47
a21o	4
a22o	4
nand3	27
buf	16
a21oi	39
maj3	5
xor2	9
clkbuf	23
a211oi	4
-- final cells by class --
cell class / instances / share of cell area (%)
Inverter: 38 / 1.47
Sequential cell: 154 / 40.3
Tap cell: 275 / 3.54
Clock inverter: 13 / 1.82
Clock buffer: 19 / 4.68
Multi-Input combinational cell: 607 / 44.8
Timing Repair Buffer: 35 / 3.41
-- placed cells by master, fill, tap and decap left out, drive strengths merged, types with 2 or more instances in the layout --
master / instances
a211oi: 4
a21o: 4
a21oi: 39
a221oi: 3
a22o: 4
a22oi: 20
a31oi: 4
a32o: 2
a32oi: 2
and2: 19
and3: 2
buf: 9
bufinv: 3
clkbuf: 19
clkdlybuf4s50: 26
clkinvlp: 2
dfrtp: 134
dfstp: 12
edfxtp: 8
ha: 63
inv: 45
maj3: 5
mux2: 47
mux2i: 27
mux4: 4
nand2: 105
nand2b: 13
nand3: 27
nand4: 5
nor2: 53
nor2b: 14
o211ai: 5
o21a: 2
o21ai: 54
o22a: 6
o22ai: 2
or3: 2
xnor2: 44
xor2: 9
-- stage by stage --
stage | hold WS [ns] | power [mW] | setup slack [ns] | utilization (%) | area [um^2]
2_1_floorplan | 0.421 | 1.32 | 1.18 | - | 8560
3_3_place_gp | 0.427 | 1.37 | 0.595 | 43.2 | 9080
3_5_place_dp | 0.432 | 1.37 | 0.508 | 43.2 | 9080
4_1_cts | 0.428 | 2.72 | 0.953 | 46.2 | 9710
5_1_grt | 0.425 | 2.79 | 0.662 | 46.2 | 9710
6_report | 0.430 | 2.69 | 0.925 | 46.2 | 9710
-- critical path, stage by stage --
cell,delay (ns)
clkdlybuf4s50_1,0.52
o211a_1,0.37
and2_1,0.23
ha_1,0.21
a31oi_1,0.09
nor2_1,0.20
nand3_1,0.12
xnor2_1,0.20
inv_1,0.06
ha_1,0.31
nand4_1,0.10
o21ai_1,0.61
mux2i_1,0.15
mux2_2,0.28
-- worst paths after layout --
| path | from | slack, ns | cells past startpoint | endpoint |
|---|---|---|---|---|
| min in group clk0 | Add1.o_select_node[1]$_DFF_PN0_ | 0.44 | 2 | Tr1.select_node[1]$_DFF_PN0_ |
| hold reg to reg | Add1.o_select_node[1]$_DFF_PN0_ | 0.44 | 2 | Tr1.select_node[1]$_DFF_PN0_ |
| hold / removal | rst | 0.43 | 1 | Tr1.select_node[0]$_DFF_PN0_ |
| setup / recovery | en | 0.93 | 14 | Add1.sum00[1]$_DFFE_PN0N_ |
| max in group asynchronous | rst | 3.32 | 3 | M1.trellis_diagr[27][0]$_DFFE_PN0P_ |
| setup reg to reg | C1.state[4]$_DFF_PN0_ | 1.41 | 12 | Add1.sum00[1]$_DFFE_PN0N_ |
Power and IR drop assume default switching activity.
